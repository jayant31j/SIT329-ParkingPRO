**config.mk**
```make
export PLATFORM = sky130hd
export DESIGN_NAME = ParkingSystem
export DESIGN_NICKNAME = ParkingSystem
export VERILOG_FILES = /design/flow/design.v
export SDC_FILE = /design/flow/constraint.sdc
export NUM_CORES = 4
export LEC_CHECK = 1
export CORE_AREA = 10 10 70 70
export DIE_AREA = 0 0 80 80
```
**constraint.sdc**
```tcl
current_design ParkingSystem

set clk_period 1.6
set clk_io_pct 0.2

create_clock -name clk0 -period $clk_period [get_ports {clk}]

set non_clock_inputs [all_inputs -no_clocks]
set_input_delay [expr $clk_period * $clk_io_pct] -clock clk0 $non_clock_inputs
set_output_delay [expr $clk_period * $clk_io_pct] -clock clk0 [all_outputs]
```
**design.v**
```verilog
`timescale 1ns/1ps
module ParkingSystem(
    input wire clk,
    input wire reset,
    input wire ultrasonic_sensor,
    output reg [1:0] car_count,
    output reg [1:0] empty_space,
    output wire [7:0] lcd_data,
    output wire lcd_enable,
    output wire lcd_rs
);
reg [1:0] car_count_internal;
reg [1:0] empty_space_internal;
reg [1:0] parking_status;
reg [7:0] lcd_data_internal;
reg lcd_enable_internal;
reg lcd_rs_internal;
always @(posedge clk or posedge reset) begin
    if (reset) begin
        car_count_internal <= 2'b00;
        empty_space_internal <= 2'b11;
    end else begin
        if (ultrasonic_sensor) begin
            if (empty_space_internal > 0) begin
                car_count_internal <= car_count_internal + 1;
                empty_space_internal <= empty_space_internal - 1;
                parking_status <= 2'b01;
                lcd_data_internal <= 8'b00110000;
                lcd_enable_internal <= 1'b1;
                lcd_rs_internal <= 1'b1;
            end else begin
                parking_status <= 2'b00;
                lcd_data_internal <= 8'b00101110;
                lcd_enable_internal <= 1'b1;
                lcd_rs_internal <= 1'b1;
            end
        end else begin
            parking_status <= 2'b00;
            lcd_data_internal <= 8'b00101110;
            lcd_enable_internal <= 1'b1;
            lcd_rs_internal <= 1'b1;
        end
    end
end
assign car_count = car_count_internal;
assign empty_space = empty_space_internal;
assign lcd_data = lcd_data_internal;
assign lcd_enable = lcd_enable_internal;
assign lcd_rs = lcd_rs_internal;
endmodule
```
**run.sh**
```bash
#!/bin/bash
# OpenROAD 26Q1-2900-gdf79404cd8, Yosys 0.63+post, stock flow scripts
make -C /OpenROAD-flow-scripts/flow DESIGN_CONFIG=/design/flow/config.mk WORK_HOME=/design/flow/orfs finish
```
==> notes.md <==
Implementation progress

After the first detailed-routing iteration, the DRC count stood at 6. Setup repair after global routing left no endpoint under its margin. In the synthesized netlist the async set-or-reset flop fraction comes to roughly 67%. The reported max-cap violation count stands at 0.

The count of buffers from port buffering stands at 10. The flow ran to the end, and the final reports show no timing, DRC or antenna violations. Pin placement for this block handled 17 I/O pins. The capture point of the worst register-to-register path is recorded as lcd_data_internal[3]$_SDFFCE_PN1N_.

The cell count after synthesis stands at 29. The weighted congestion at the end of routability-driven global placement stands at 0.6928. Per the post-run analysis, buffers plus inverters along the critical path come to 1.

For reference, the most critical setup path is categorized as flip-flop to output port. After detailed routing, the average wire length per cell comes to 7.167 um. The final-report hold violation count stands at 0. The smallest clock period supported by the final layout is computed as roughly 1.6 ns.

The placement row count stands at 21. Between clock sinks in the finished design, the worst skew comes to between 0.0015 and 0.002 ns. The maximum frequency from static timing analysis stands at between 600 and 700 MHz. The count of cells along the worst register-to-register path stands at 3. The filler-free cell count of the finished design stands at roughly 84. The synthesis stat section lists a flop and latch total of 6.

Warnings raised by the tools during the run amount to 26. The overall overflow remaining after global route stands at 0. The number of detailed-routing iterations run before antenna repair stands at 3. The via count of the first global-routing pass came to approximately 170.

In this design, the largest share of critical-path delay is due to flip-flops. Compared with the post-synthesis result, the final layout area differs by 41.60%. Power spread over the standard cell area amounts to 1559 nW/um^2.

The placeable core area stands at 3416 um^2. The final report lists the setup-violating endpoint count as 0. For this design, the slowest cell found on the critical path is dfstp_2. Per STA, the highest per-stage delay on the worst path measures 0.53 ns. The register share after synthesis stands at between 40 and 50%. The post-synthesis area per instance stands at 11.30 um^2. The script logs the ratio of routed vias to standard cells as about 2.3.

The horizontal die dimension reported for this design is 80 um. Ranked by instance count, the synthesized netlist is headed by buf_4 (8), inv_1 (3), xnor2_1 (3). The script extracted a total leakage power of about 0.2 nW. The cell area after layout stands at 464.2 um^2.

The total via count after detailed routing stands at a little under 200. The final timing report lists a max-slew violation count of 0. The initial antenna violation count stands at 0. The routed design ends up with an antenna cell count of 0. Looking at the clock tree report, the root buffer type is clkbuf_4. Setup slack on the worst reg-to-reg path comes out at between 0.2 and 0.3 ns. In this run the full chip footprint comes out at 6400 um^2. The startpoint identified for the worst register-to-register timing path is empty_space_internal[0]$_DFFE_PP1P_. The total detailed-routing wirelength stands at about 600 um. The count of yosys warnings during synthesis stands at 3. The OpenROAD report gives the critical path a data arrival time of 1.24 ns. For this design, the sink count on the clock tree is 6.

The DRC violation total left in the routed layout is recorded as 0. Per STA, the worst path is made up of clkdlybuf4s50_1. The later pin in the worst-skew pair is clocked with a latency of around 0.25 ns. The largest net degree at the start of global routing stands at 7. The total cells reported by yosys after synthesis stands at 29.

After synthesis the cells add up to 327.8 um^2. The storage element area stands at ~160 um^2. The H-tree depth stands at 1. Once the floorplan was initialized, standard cells occupied about a tenth of the core.

Yosys reports that the leading cell type by area covers 18.32% of the netlist area. Synthesis instantiated 13 different standard cells from the library. TritonCTS built the clock tree. Per the layout area report, the combinational gate area comes to approximately 100 um^2. VDD sags by at most 0.2950 mV. The placement stage leaves a total instance area of 435.4 um^2. The worst-case setup margin in the final layout stands at roughly 0.044 ns. The number of buffers between clock root and the deepest sink stands at 2.

Yosys instantiated no cell more often than buf_4. Note that the worst hold path type here is input pin to async pin. The worst setup path is captured at an output port. The largest total area in the synthesized netlist belongs to buf_4. The layout summary lists the proportion of cells stronger than drive strength 1 as between 10% and 20%. The filler cell count stands at approximately 400.

The chip height stands at 80 um. Timing analysis after detailed placement gives a worst setup slack of 0.2708 ns. Per the post-CTS timing run, clock transition at the registers of the reported paths is roughly 0.050 ns. The total routing usage reported by global routing stands at under 10%. The post-DP HPWL stands at between 500 and 600 um.

Looking at the cell usage after synthesis, the top flip-flop cell is edfxtp_1. In this run, post-CTS hold repair placed 0 buffers. The placed instance count stands at 80.

By area the synthesized netlist is led by buf_4 (18%), edfxtp_1 (18%), dfstp_2 (16%). The total CTS buffers stands at 3. The number of post-CTS setup repair buffers stands at 0. In the finished design, the share of the clock period the worst path needs comes to between 90% and 100%.

According to the Yosys statistics, the synthesized design has a chip area of ~330 um^2. The required time at the worst-slack endpoint stands at 1.28 ns. The synthesized design contains 2 enable-type register cells. The worst setup path is launched from a flip-flop. The remaining antenna violation count stands at 0. The total negative setup slack stands at 0 ns. The first global-routing pass estimated 828 um of wire. The critical-path maximum fanout stands at 2.
==> registers in the layout (all words and copies together) (netlist names) <==
register / cells
lcd_data_internal: 2
car_count_internal: 2
empty_space_internal: 2
==> timing repair <==
action / in CTS / in global routing
hold endpoints to repair: 0 / 0
endpoints found under the setup margin: 0 / 1
gates resized: 0 / 1
==> power breakdown <==
| part | internal [mW] | total (mW) | switching [mW] |
|---|---|---|---|
| Sequential | 0.248 | 0.293 | 0.0452 |
| Combinational | 0.188 | 0.272 | 0.0840 |
| Clock | 0.0950 | 0.158 | 0.0628 |
| Total | 0.532 | 0.724 | 0.192 |
==> metal layers <==
metal  global-route usage (%)  share of wire, %  up-vias
met1                    1.829                43       94
met5                        0                 0        -
met2                    2.087                45       10
met4                   0.7042                 0        0
met3                    1.136                12        0
li1                         -                 -       90
==> per-stage QoR <==
stage	power, mW	util (%)	hold slack, ns
after detailed placement	0.5780	12.75	0.4731
after global placement	0.5738	12.75	0.4692
after global routing	0.7796	13.59	0.2976
after floorplan	0.4298	-	0.1080
after CTS	0.7421	13.52	0.2815
final	0.7237	13.59	0.2793
==> cells by family after synthesis <==
group	Yosys count	share of synthesized area, %
and+or+nand+nor	3	6.110
adders and majority gates	2	7.632
other	2	2.291
muxes	1	3.054
xor gates and xnor gates	3	8.017
DFF	6	49.62
buffers and inverters	12	23.28
==> worst max path at each step <==
stage,startpoint,depth (start not counted),end
after CTS,empty_space_internal[0]$_DFFE_PP1P_,1,empty_space[0]
after global routing,empty_space_internal[1]$_DFFE_PP1P_,1,empty_space[1]
final,empty_space_internal[1]$_DFFE_PP1P_,1,empty_space[1]
==> layout by cell type (no fill, tap or decap) <==
master | Yosys | final
clkdlybuf4s50_1 | 0 | 9
conb_1 | 2 | 6
inv_1 | 3 | 3
xnor2_1 | 3 | 3
clkbuf_4 | 0 | 3
ha_1 | 2 | 2
dfrtp_1 | 2 | 2
dfstp_2 | 2 | 2
edfxtp_1 | 2 | 2
nand2b_1 | 1 | 1
mux2i_1 | 1 | 1
nand3b_1 | 1 | 1
nor2b_1 | 1 | 1
clkbuf_1 | 0 | 1
dlymetal6s2s_1 | 0 | 1
==> final cells by class <==
type	instances	area share, %
Sequential cell	6	35.04
Timing Repair Buffer	10	22.10
Clock buffer	4	5.660
Tap cell	46	12.40
Inverter	3	2.426
Multi-Input combinational cell	15	22.37
Power figures rest on the tool's default switching activity, not on a simulated workload.
